==> flow/design.v <==
module  vending_machine(
	input  logic            clk_i,
	input  logic         nickel_i,
	input  logic           dime_i,
	input  logic        quarter_i,
    output  logic [2:0]  change_o,
	output  logic          soda_o
);
   typedef  enum  logic  [3:0]  {
       S0, 
       S1,
       S2, 
       S3,
       S4,
       S5,
       S6,
       S7,
       S8     
   }  state_e;
     state_e  current_state, next_state;
     logic  [2:0]  out;
     logic  soda;
     always_comb  begin : proc_next_state
        change_o  =  out;
        soda_o  =  soda;
       case  (current_state)
         S0:
           next_state = nickel_i ? S1 : (dime_i ? S2 : (quarter_i ? S5 : S0));
		 S1:
		   next_state = nickel_i ? S2 : (dime_i ? S3 : (quarter_i ? S6 : S1));
		 S2:
		   next_state = nickel_i ? S3 : (dime_i ? S4 : (quarter_i ? S7 : S2));
		 S3:
		   next_state = nickel_i ? S4 : (dime_i ? S5 : (quarter_i ? S8 : S3));
         S4:
           next_state = nickel_i ? S1 : (dime_i ? S2 : (quarter_i ? S5 : S0));
         S5:
           next_state = nickel_i ? S1 : (dime_i ? S2 : (quarter_i ? S5 : S0));
         S6:
           next_state = nickel_i ? S1 : (dime_i ? S2 : (quarter_i ? S5 : S0));
         S7:
           next_state = nickel_i ? S1 : (dime_i ? S2 : (quarter_i ? S5 : S0));
         S8:
           next_state = nickel_i ? S1 : (dime_i ? S2 : (quarter_i ? S5 : S0));
         default   next_state = current_state;
       endcase
     end
     always_ff @(posedge clk_i) begin
        current_state <= next_state;
     end
    assign  out  = (current_state  ==  S5)  ?  3'b001  : ((current_state  ==  S6)  ?  3'b010  :  ((current_state  ==  S7)  ?  3'b011  :  ((current_state  ==  S8)  ?  3'b100  :  3'b000))); 
    assign  soda  =  (current_state  ==  S0) ?  1'b0  :  ((current_state  ==  S1) ?  1'b0  :  ((current_state  ==  S2) ?  1'b0   :  ((current_state  ==  S3) ?  1'b0  :  1'b1))); 
endmodule:  vending_machine
module top (
  input logic clk_i,
  input logic nickel_i,
  input logic dime_i,
  input logic quarter_i,
  output logic soda_o,
  output logic [2:0] change_o	
);
  vending_machine dut (
  	.clk_i (clk_i),
  	.nickel_i (nickel_i),
  	.dime_i (dime_i),
  	.quarter_i (quarter_i),
  	.soda_o (soda_o),
  	.change_o (change_o)
  );
endmodule : top
==> flow/run.sh <==
#!/bin/bash
# OpenROAD 26Q1-2900-gdf79404cd8, Yosys 0.63+post, stock flow scripts
make -C /OpenROAD-flow-scripts/flow DESIGN_CONFIG=/design/flow/config.mk WORK_HOME=/design/flow/orfs finish
==> flow/config.mk <==
export PLATFORM = sky130hd
export DESIGN_NAME = top
export DESIGN_NICKNAME = top
export VERILOG_FILES = /design/flow/design.v
export SDC_FILE = /design/flow/constraint.sdc
export NUM_CORES = 4
export LEC_CHECK = 1
export CORE_AREA = 10 10 70 70
export DIE_AREA = 0 0 80 80
==> flow/constraint.sdc <==
current_design top

set clk_period 1.8
set clk_io_pct 0.2

create_clock -name clk0 -period $clk_period [get_ports {clk_i}]

set non_clock_inputs [all_inputs -no_clocks]
set_input_delay [expr $clk_period * $clk_io_pct] -clock clk0 $non_clock_inputs
set_output_delay [expr $clk_period * $clk_io_pct] -clock clk0 [all_outputs]
==> Table 3: Implementation characteristics <==
Implementation parameters

Parameter                              Value

Outcome
  Status    completed

Detailed routing
  Remaining number of nets flagged by the antenna check after routing    0
  1st-iter DRT viols    28
  Total detailed-routing wirelength    780 um
  Antenna diode count    0
  Remaining routing DRC violations    0
  Via density    3.226
  Detailed-router iteration count before antenna repair    3
  Per-cell routed wire length    8.387 um
  Vias after detailed routing    300

Critical path
  Req. time, crit path    1.95 ns
  Worst EP arrival    1.84 ns
  Crit-path max FO    4
  Worst setup EP type    flip-flop
  Number of cells on the worst reg-to-reg path    4
  Launching element type of the critical path    flip-flop
  Kind of critical path    reg2reg

Clock network
  CTS max path bufs    2
  Count of clock tree sinks    9
  Insertion delay at the late pin of the worst-skew pair    0.26 ns
  H-tree depth    1
  Number of buffers added by the clock tree synthesis step    3
  CTS tree    yes
  Clock transition at the registers of the reported paths    0.06 ns
  Buffer cell driving the clock tree root    sky130_fd_sc_hd__clkbuf_4

Global route
  Number of global-route vias before repair    309
  Wire length of the first global-routing pass    1.373 mm
  Overall track demand over capacity in global routing    2.788%
  Number of antenna violations at the first check in global routing    0
  Pin count of the biggest net entering global routing    8
  Overflow left after global routing    0

Synthesis
  Yosys cell types    16
  Average instance area after synthesis    9.862 um2
  Post-synthesis cell count    34
  Synthesized flop and latch total    9
  Largest type area fraction    53.73%
  Yosys top cell by area    sky130_fd_sc_hd__dfxtp_1
  Yosys synthesis chip area    335.3 um2
  Top cells by area    sky130_fd_sc_hd__dfxtp_1, sky130_fd_sc_hd__and3_1, sky130_fd_sc_hd__a32o_1
  Sequential area share after synthesis    53.73%
  Synth warn    1
  Area of the mapped netlist    335.3 um2
  Yosys cell count    34

Final timing
  Number of failing hold endpoints at the final stage    0
  Worst setup skew after layout    0.006834 ns
  Highest clock frequency the design can meet    593.5 MHz
  Worst Hold Margin    0.5648 ns
  RSZ-0062 raised after global routing    false
  Final-layout setup total negative slack    0 ns
  # setup viols final    0
  Headroom to the max-slew limit    74.82%
  Pins Over Slew Limit    0
  Post-route clock period utilization    93.61%
  Final min period    1.685 ns
  Transition time at the pin with the least slew margin    0.3763 ns

Layout
  Max reg flops    9
  Share of final-layout standard cells stronger than drive strength 1    19.15%
  Area grow syn2layout    51.87%
  Number of inserted filler cells in the final layout    393
  Largest registers    dut.current_state (9)
  Most flop-heavy register    dut.current_state

Run
  Tool warnings    25
  Max-capacitance violation count    0

Floorplan
  Number of top-level pins    8
  Core region area    0.003416 mm2
  Die ar.    0.006400 mm2
  Floorplan die width    80 um
  Cell row count    21
  Core Density at Floorplan    9.817%
  Vertical die size    80 um

Power and ir drop
  Leakage power    0.2172 nW
  Peak VDD IR    0.3253 mV
  Overall power    0.3684 mW
  Power per Cell Area    723.4 mW/mm2

Place
  Detail Placement HPWL    593.9 um
  Final weighted congestion of routability-driven global placement    0.6562
  Buffers added on ports    7

Min path
  Hold Path Cell Cnt    2
  HP Class    reg2reg
## through the flow
| step | utilization (%) | std cells | cell area (um2) | setup WS [ns] |
|---|---|---|---|---|
| 6_report | 14.91 | 93 | 509.2 | 0.1149 |
| 5_1_grt | 14.91 | 93 | 509.2 | 0.03324 |
| 4_1_cts | 14.91 | 93 | 509.2 | 0.1170 |
| 3_5_place_dp | 13.77 | 88 | 470.5 | 0.1905 |
| 3_3_place_gp | 13.77 | 88 | 470.5 | 0.2058 |
| 2_1_floorplan | - | 34 | 335.3 | 0.2916 |
## critical path, cell delays in order (launching register included)
cell and delay, ns:
sky130_fd_sc_hd__dfxtp_2 0.32, sky130_fd_sc_hd__or3_1 0.38, sky130_fd_sc_hd__buf_4 0.14, sky130_fd_sc_hd__or4_4 0.44, sky130_fd_sc_hd__a221o_1 0.30
## synth_stat cells
library cell / n
sky130_fd_sc_hd__a22o_1: 1
sky130_fd_sc_hd__a21o_1: 1
sky130_fd_sc_hd__and3_2: 1
sky130_fd_sc_hd__nor2b_1: 1
sky130_fd_sc_hd__or4_4: 1
sky130_fd_sc_hd__a221o_1: 1
sky130_fd_sc_hd__and3_1: 4
sky130_fd_sc_hd__a32o_1: 2
sky130_fd_sc_hd__a22oi_1: 1
sky130_fd_sc_hd__nand2_1: 1
sky130_fd_sc_hd__or3_1: 1
sky130_fd_sc_hd__o21ai_0: 1
sky130_fd_sc_hd__nor4_1: 1
sky130_fd_sc_hd__nor2_1: 5
sky130_fd_sc_hd__inv_1: 3
sky130_fd_sc_hd__dfxtp_1: 9
## layout make-up
type,instances,area (um2),share of cell area (%)
flip-flops and latches,9,181.4,35.63
multi-input cells,22,150.1,29.48
repair buffers,9,82.58,16.22
inverters,3,11.26,2.211
clock buffers,4,26.28,5.160
well taps,46,57.56,11.30
## cells by family after synthesis
| logic type | share of synthesized area, % |
|---|---|
| AND-OR/OR-AND | 17.54 |
| flip-flops | 53.73 |
| AND/OR/NAND/NOR | 25.38 |
| buffers and inverters | 3.358 |
## metal layers
metal  vias to the layer above  routed length, um  share of wire (%)  global-route usage [%]
li1                        151                  -                  -                       -
met1                       138                398                 51                   3.624
met2                        11                225                 29                   3.050
met3                         0                156                 20                   3.068
met4                         0                  0                  0                  0.1761
met5                         -                  0                  0                       0
## where the power goes
part / leakage [nW] / switching, mW / internal [mW]
combinational: 0.129 / 0.00878 / 0.00867
sequential: 0.0730 / 0 / 0.199
clock: 0.0150 / 0.0666 / 0.0852
## path summary, 6_finish.rpt
kind / from / to / slack, ns
min reg2reg: dut.current_state[3]$_DFF_P_ / dut.current_state[7]$_DFF_P_ / 0.56
max: dut.current_state[6]$_DFF_P_ / dut.current_state[3]$_DFF_P_ / 0.11
max reg2reg: dut.current_state[6]$_DFF_P_ / dut.current_state[3]$_DFF_P_ / 0.11
min: dut.current_state[3]$_DFF_P_ / dut.current_state[7]$_DFF_P_ / 0.56
## timing repair
| action | in CTS | in global routing |
|---|---|---|
| endpoints found under the setup margin | 2 | 0 |
| hold buffers | 0 | 0 |
| buffers inserted | 1 | 0 |
| resized | 4 | 0 |
## cells in the final DEF, fill, tap and decap left out, drive strengths merged
| cell type | Yosys | final |
|---|---|---|
| dfxtp | 9 | 9 |
| a22o | 1 | 1 |
| a21o | 1 | 1 |
| clkbuf | 0 | 4 |
| o21ai | 1 | 1 |
| nor4 | 1 | 1 |
| or4 | 1 | 1 |
| a22oi | 1 | 1 |
| and3 | 5 | 5 |
| or3 | 1 | 1 |
| nor2 | 5 | 5 |
| a221o | 1 | 1 |
| inv | 3 | 3 |
| nor2b | 1 | 1 |
| buf | 0 | 2 |
| nand2 | 1 | 1 |
| dlygate4sd2 | 0 | 2 |
| clkdlybuf4s50 | 0 | 5 |
| a32o | 2 | 2 |
Power figures rest on the tool's default switching activity, not on a simulated workload.
